<file path="flow/run.sh">
#!/bin/bash
# OpenROAD 26Q1-2900-gdf79404cd8, Yosys 0.63+post, stock flow scripts
make -C /OpenROAD-flow-scripts/flow DESIGN_CONFIG=/design/flow/config.mk WORK_HOME=/design/flow/orfs finish
</file>
<file path="flow/config.mk">
export PLATFORM = sky130hd
export DESIGN_NAME = register_write
export DESIGN_NICKNAME = register_write
export VERILOG_FILES = /design/flow/design.v
export SDC_FILE = /design/flow/constraint.sdc
export NUM_CORES = 4
export LEC_CHECK = 1
export CORE_AREA = 10 10 71 71
export DIE_AREA = 0 0 81 81
</file>
<file path="flow/constraint.sdc">
current_design register_write

set clk_period 1.0
set clk_io_pct 0.2

create_clock -name clk0 -period $clk_period

set non_clock_inputs [all_inputs -no_clocks]
set_input_delay [expr $clk_period * $clk_io_pct] -clock clk0 $non_clock_inputs
set_output_delay [expr $clk_period * $clk_io_pct] -clock clk0 [all_outputs]
</file>
<file path="flow/design.v">
module register_write (
  input               MEM_WB_mem_to_reg ,
  input        [31:0] MEM_WB_mem_data   ,
  input        [31:0] MEM_WB_alu_out    ,
  output logic [31:0] wb_data           
);
always_comb begin : proc_mem_wb_register
  wb_data = (MEM_WB_mem_to_reg) ? MEM_WB_mem_data : MEM_WB_alu_out;
end
endmodule : register_write
</file>
==> results.json <==
{
  "hpwlAfterDp_um": 2534,
  "swShare": 0.2248,
  "overflow": 0,
  "netlist_area_sq_um": 544.3,
  "dp_cells": 180,
  "yosys_cells": 36,
  "post_cts_buffers": 0,
  "route.met3.wl_um": 347,
  "cp-end-kind": "output port",
  "ys_sh_adder": 0,
  "irDropWorstVdd_v": 0.0001696,
  "ff_count": 0,
  "crit_arrival_ns": 0.89,
  "drt-vias-per-instance": 3.837,
  "yosys_area_sq_um": 544.3,
  "vias": 706,
  "syn_area_per_cell_sq_um": 15.12,
  "rsz0062_at_grt": "true",
  "grt_usage": 0.08085,
  "finalMaxSlewViolations": 0,
  "synth_cells": 36,
  "drt_iter0_markers": 7,
  "maxSlewHeadroom": 0.9263,
  "met1_length_um": 1105,
  "post-route-period-util": 1.091,
  "p_seq_frac": 0,
  "violations": "negative setup slack",
  "antenna_found_initial": 0,
  "powerDensity_nw_per_um2": 396.8,
  "gp_congestion": 0.8093,
  "path_class": "input pin to output port",
  "fmax_mhz": 916.8,
  "fin_ws_ns": -0.09070,
  "syn_to_final_growth_pct": 192.6,
  "share_comb_of_total_power": 1.000,
  "ioPinCount": 97,
  "p_total_mw": 0.6320,
  "tightest_slew_ns": 0.1105,
  "grt_pass1_vias": 787,
  "ys_warn_count": 1,
  "grt_pass1_wl_um": 4181,
  "p_int_mw": 0.4899,
  "cts_hold_buf": 0,
  "setup_viol": 31,
  "openroad.warnings": 34,
  "path_buffers": 3,
  "simple_gate_share": 0,
  "worstSetupStartpointType": "input pin",
  "critPathRequiredTime_ns": 0.80,
  "critPathMaxStageDelay_ns": 0.29,
  "clockBufferCount": 0,
  "totalWireLength_um": 2945,
  "cp_top_family": "buffers and inverters",
  "power_frac_clock": 0,
  "port_buffers": 97,
  "rows": 22,
  "antennaDiodeCount": 0,
  "wl_per_cell_um": 16.01,
  "dieArea_sq_um": 6561,
  "die_h_um": 81,
  "drc": 0,
  "mux_share": 0.8690,
  "slowest_stage": "mux2_4",
  "hold_class": "input pin to output port",
  "critPathMaxFanout": 8,
  "topRoutingLayerUsed": "met3",
  "yosysSeqAreaShare": 0,
  "switchingPower_mw": 0.1421,
  "crit_chain": "buf_16 > buf_12 > mux2_4 > buf_6",
  "maxCapViolCount": 0,
  "min_period_ns": 1.091,
  "status": "finished with violations",
  "drtPass1Iterations": 2,
  "topCombFamilyByArea": "multiplexers",
  "grt_max_degree": 9,
  "synthAoiAreaFrac": 0,
  "hold_violations": 0,
  "stdcell_area_sq_um": 1593,
  "core_util_floorplan": 0.1498,
  "drive_above_1_share": 0.5294,
  "final_cells": 184,
  "core_sq_um": 3633,
  "fillers": 369,
  "synth_cell_types": 4,
  "seq_area_sq_um": 0,
  "xor_share": 0,
  "drtAntennaViolNets": 0,
  "wl_met2_um": 1493,
  "placed_area_sq_um": 1546,
  "total_leakage_power_nw": 0.8596,
  "fp.dieW_um": 81
}
-- layout make-up --
type | instances | area (sq um) | share of cell area
Multi-Input combinational cell | 32 | 480.5 | 0.3016
Tap cell | 48 | 60.06 | 0.03771
Timing Repair Buffer | 104 | 1052 | 0.6606
-- through the flow --
stage | util | TNS, ns | hold WS [ns] | setup slack (ns)
final | 0.4384 | -2.607 | 0.7699 | -0.09070
after floorplan | - | 0 | 0.4977 | 0.06690
after global placement | 0.4256 | -15.91 | 1.188 | -0.5208
after global routing | 0.4384 | -3.156 | 0.7922 | -0.1128
after CTS | 0.4208 | -2.744 | 0.7755 | -0.09625
after detailed placement | 0.4256 | -15.94 | 1.201 | -0.5194
-- path summary, 6_finish.rpt --
check,from,endpoint,cells after the start
worst max-delay path,MEM_WB_mem_to_reg,wb_data[24],4
worst min-delay path,MEM_WB_mem_data[29],wb_data[29],3
-- placed cells by master, fill, tap and decap left out, drive strengths merged --
| cell type | count |
|---|---|
| clkdlybuf4s15 | 2 |
| buf | 40 |
| dlygate4sd2 | 62 |
| mux2 | 32 |
-- logic make-up (layout without fill, tap and decap cells) --
group	after synthesis	count (layout)
buffers and inverters	4	104
muxes	32	32
-- synth_stat cells (all sizes together) --
cell  count  share of area
buf       4           0.13
mux2     32           0.87
-- routing by layer --
metal / vias to the layer above / track usage
met1: 315 / 0.09483
met4: 0 / 0
li1: 341 / -
met3: 0 / 0.03229
met2: 50 / 0.1441
met5: - / 0
-- power by group through the flow --
stage / logic [mW] / registers, mW / clock network [mW]
final: 0.632 / 0 / 0
after global routing: 0.676 / 0 / 0
after CTS: 0.604 / 0 / 0
-- worst min-delay path: cells and delay by family --
family / cells / cell delay, ns
buffers and inverters: 2 / 0.24
muxes: 1 / 0.14
-- what timing repair did --
item,CTS,global route
endpoints found under the setup margin,32,32
resized,185,11
cloned,4,0
Power and IR drop assume default switching activity.
