### flow/design.v
module instruction_fetch (
  input                       clk         ,
  input                       reset_n     ,
  input        [31:0]         pc_branch   ,
  input                       pc_src      ,
  input                       pc_write    ,
  input                       IF_ID_write ,
  input                       IF_flush    ,
  output logic [31:0]         IF_ID_pc    ,
  output logic [31:0]         IF_ID_inst  
);
logic [31:0] pc_next;
logic [31:0] pc_new ;
logic [31:0] pc_out ;
logic [31:0] pc_ff  ;
logic [31:0] inst   ;
always_comb begin : proc_pc_selection
  pc_next   = pc_ff + 32'h0004            ;
  pc_new    = pc_src ? pc_branch : pc_next;
  pc_out    = pc_write ? pc_new : pc_ff   ;
end
always_ff @(posedge clk or negedge reset_n) begin : proc_pc_ff
  if(~reset_n) begin
    pc_ff <= 0;
  end 
  else if(pc_write) begin
    pc_ff <= pc_new;
  end
  else begin
    pc_ff <= pc_ff;
  end
end
localparam [31:0] NONE    = 32'h0000,  
                  INST1   = 32'h0004,  
                  INST2   = 32'h0008,  
                  INST3   = 32'h000C,  
                  INST4   = 32'h0010,  
                  INST5   = 32'h0014,  
                  INST6   = 32'h0018,  
                  INST7   = 32'h001C,  
                  INST8   = 32'h0020,  
                  INST9   = 32'h0024,  
                  INST10  = 32'h0028,  
                  INST11  = 32'h002C,  
                  INST12  = 32'h0030,  
                  INST13  = 32'h0034,  
                  INST14  = 32'h0038,  
                  INST15  = 32'h003C,  
                  INST16  = 32'h0040,  
                  INST17  = 32'h0044,  
                  INST18  = 32'h0048,  
                  INST19  = 32'h004C,  
                  INST20  = 32'h0050,  
                  INST21  = 32'h0054,  
                  INST22  = 32'h0058;  
always_comb begin : proc_instruction_memory
  case (pc_out)
    NONE    : inst = 32'b00000000000000000000000000000000;
    INST1   : inst = 32'b0000000_01110_01100_000_01000_0110011;
    INST2   : inst = 32'b0100000_01000_01100_000_01010_0110011;
    INST3   : inst = 32'b111111001110_01010_000_01111_0010011;
    INST4   : inst = 32'b000000001000_00010_010_01110_0000011;
    INST5   : inst = 32'b0000000_01110_10011_000_00101_0110011;
    INST6   : inst = 32'b0000000_01110_00010_010_00100_0100011;
    INST7   : inst = 32'b0_000000_01010_00001_000_1100_0_1100011;
    INST8   : inst = 32'b000000010100_00101_010_00111_0000011;
    INST9   : inst = 32'b000000000010_01011_000_00111_0010011;
    INST10  : inst = 32'b000000000111_00101_010_01100_0100011;
    INST11  : inst = 32'b0100000_00111_01011_000_00010_0110011;
    INST12  : inst = 32'b0000000_00011_00101_111_01110_0110011;
    INST13  : inst = 32'b000000001110_00101_010_10000_0100011;
    INST14  : inst = 32'b0_000000_01110_00001_000_1100_0_1100011;
    INST15  : inst = 32'b0000000_01110_01100_000_01000_0110011;
    INST16  : inst = 32'b0100000_01000_01100_000_01010_0110011;
    INST17  : inst = 32'b111111001110_01010_000_01111_0010011;
    INST18  : inst = 32'b000000001000_00010_010_01110_0000011;
    INST19  : inst = 32'b0000000_01110_10011_000_00101_0110011;
    INST20  : inst = 32'b000000001010_00010_010_01110_0000011;
    INST21  : inst = 32'b0_000000_01110_00001_000_1100_0_1100011;
    INST22  : inst = 32'b0000000_01110_01100_000_01111_0110011;
    default : inst = 32'b0;
  endcase
end
always_ff @(posedge clk or negedge reset_n) begin : proc_IF_ID_register
  if(~reset_n) begin
     IF_ID_pc   <= 0;
     IF_ID_inst <= 0;
  end
  else if (IF_flush) begin
     IF_ID_pc   <= 0;
     IF_ID_inst <= 0;
  end
  else if (IF_ID_write) begin
    IF_ID_pc    = pc_out;
    IF_ID_inst  = inst;
  end
  else begin
    IF_ID_pc    <= IF_ID_pc;
    IF_ID_inst  <= IF_ID_inst;
  end
end
endmodule : instruction_fetch
### flow/run.sh
#!/bin/bash
# OpenROAD 26Q1-2900-gdf79404cd8, Yosys 0.63+post, stock flow scripts
make -C /OpenROAD-flow-scripts/flow DESIGN_CONFIG=/design/flow/config.mk WORK_HOME=/design/flow/orfs finish
### flow/config.mk
export PLATFORM = sky130hd
export DESIGN_NAME = instruction_fetch
export DESIGN_NICKNAME = instruction_fetch
export VERILOG_FILES = /design/flow/design.v
export SDC_FILE = /design/flow/constraint.sdc
export NUM_CORES = 4
export LEC_CHECK = 1
export CORE_UTILIZATION = 30
### flow/constraint.sdc
current_design instruction_fetch

set clk_period 7.8
set clk_io_pct 0.2

create_clock -name clk0 -period $clk_period [get_ports {clk}]

set non_clock_inputs [all_inputs -no_clocks]
set_input_delay [expr $clk_period * $clk_io_pct] -clock clk0 $non_clock_inputs
set_output_delay [expr $clk_period * $clk_io_pct] -clock clk0 [all_outputs]
==> notes.md <==
Figures from the implementation reports.

- The run finished with clean final reports.
- Among all stages on the critical path, the maximum delay recorded is 0.58 ns.
- The transition time of the tightest slew-check pin reads 0.823 ns.
- The startpoint-to-endpoint class of the critical path is in2reg.
- The synthesis area per yosys reads 5220 um^2.
- The endpoint kind of the worst setup timing path reads a register.
- The maximum level of the CTS H-tree reads 3.
- Looking at the worst setup and hold paths, the clock pins of their registers show a slew of around 0.06 ns.
- The global-route met3 utilization is 0.0231.
- The fraction of met1 tracks used by global routing is 0.316.
- The power density over the cells is 204 nW/um^2.
- TritonCTS built the clock tree.
- The worst clock skew reads 0.00883 ns.
- The area added between synthesis and finish reads 26.0%.
- The vertical die dimension is 134 um.
- The report lists the number of cells resized after CTS as 0.
- The top flip-flop cell by instance count after synthesis is dfrtp_1.
- The post-synthesis instance area is 5220 um^2.
- The worst slew slack as a fraction of its limit reads 0.450.
- The average vias per placed instance reads 5.49.
- The initial antenna violation count reads 0.
- The placed wire-length estimate after detailed placement is 11.5 mm.
- The clock latency reported for the late side of the worst-skew pair reads 0.35 ns.
- Per the post-route antenna check, the number of violating nets is 0.
- The via count of the first global-routing pass reads ~4500.
- The number of distinct library cell variants in the gate-level netlist after synthesis reads 73.
- The most used routing layer in global routing reads met1.
- The number of warnings issued by yosys is 1.
- Summing all non-filler instances in the final layout gives an area of 6580 um^2.
- The total die size is approximately 18000 um^2.
- The pre-placement core utilization reads 0.311.
- The row count is about 47.
- The number of logged tool warnings reads 25.
- The hold violation total from the final report reads 0.
- The placed cell area reads 6270 um^2.
- Setup repair after global routing left no endpoint under its margin.
- The script logs the mean routed wire length per placed instance as ~19 um.
- The slowest stage cell on the critical path is nand2_1.
- Once synthesis finished, the tally of register bits stood at slightly below 90.
- The family with the most delay on the worst path reads simple AND/OR/NAND/NOR gates.
- For this run, the detailed router's first-pass iteration total came to 5.
- The placement report lists the number of port buffers as 98.
- The final-report max-slew violation count reads 0.
- The count of unresolved DRC violations after routing reads 0.
- The worst hold slack is 0.481 ns.
- Per the finish-stage timing summary, setup violations number 0.
- After floorplanning, the core was sized to cover 16800 um^2.
- The routed layout has 4833 vias.
- The fraction of the cycle the final worst path needs reads 0.664.
- Per the OpenROAD power report, leakage power amounts to 2.74 nW.
- Yosys mapped a number of flops with a built-in enable equal to 0.
- The root buffer cell is clkbuf_16.
- After technology mapping, the gate count stands at slightly below 600.
- Once layout is complete, the utilization of the core stands at 0.391.
- Per the timing report, the biggest fanout along the worst path comes to 38.
- The number of cells in the design after placement reads 865.
- The global-route congestion overflow total is 0.
- For this block, the routed nets add up to 16.3 mm of wire.
- Listed in order, past its start point the critical path passes clkdlybuf4s50_1 > buf_4 > nand2_1 > o22a_1 > nand2_1 > clkinv_1 > and3_1 > o21ai_1 > nand2_1 > a2111oi_0 > o21ai_1.
- The global placer's final weighted congestion is 0.913.
- In this design, the critical path's most frequently occurring cell is nand2_1.
- For this run, the register share of the synthesized area comes to 0.417.
- The routing usage on met2 reads 0.268.
- The number of hold buffers added after CTS is 0.
- The die is between 100 and 150 um wide.
- The number of clock sinks came to 87.
- Per the repair_timing log after CTS, setup buffers inserted total 0.
- The total I/O pin count reads 102.
- CTS added clock buffers totalling 9.
- Timing would allow up to 0.193 GHz.
- The yosys cell count is 585.
- The worst setup path is launched from an input pin.
- The largest buffer count on any clock path reads 2.
- The arrival time at the worst endpoint is 5.39 ns.
- The minimum period implied by the final worst setup slack reads 5.18 ns.
- The total global routing track utilization is 0.188.
- The initial DRC count is 426.
- The global-route wire length before repair is between 20 and 30 mm.
- Of the cells placed in the final design, the portion with a size suffix greater than 1 is 0.0923.
- The critical path contains buffers and inverters numbering 3 combined.
- Dividing the synthesized area by the synthesized cell count gives 8.93 um^2.
- The worst ir drop on vdd reads 0.116 mV.
- The endpoint required time on the critical path is about 8.0 ns.
- The path class of the lowest-slack min-delay path is reg2reg.
- The pin count of the biggest net entering global routing reads 57.
- The total negative setup slack is 0 ns.
- The total antenna diodes in the routed design reads 0.
- The number of max-cap violations reads 0.
- The synthesis report gives the async set-or-reset register share as 1.00.
- The final cell count without fillers reads 881.
## placed cells by master (no fill, tap or decap), types with 3 or more instances in the layout
cell and instances:
o22ai_1 14, a32oi_1 3, mux2i_1 36, mux2_2 3
nor2b_1 6, a21o_1 3, a211oi_1 4, nor4_1 12
a311oi_1 8, and4_1 5, a31oi_1 3, conb_1 3
nand2_1 67, o211ai_1 3, inv_1 6, nor2_1 77
nand3_1 25, and2_1 6, buf_4 10, nand4_1 13
o31ai_1 4, clkdlybuf4s50_1 96, dfrtp_1 87, o21ai_0 22
o21ai_1 3, nor3_1 21, xnor2_1 4, o21ai_2 18
a22oi_1 5, and3_1 9, a21oi_1 15, clkbuf_16 9
o31a_1 3
## final timing paths
check,start,endpoint,slack [ns],cells after the start
worst max-delay path,pc_write,IF_ID_inst[21],2.62,11
worst min-delay path,IF_ID_inst[6],IF_ID_inst[6],0.48,2
worst max register to register,pc_ff[2],IF_ID_inst[1],4.18,9
worst min register to register,IF_ID_inst[6],IF_ID_inst[6],0.48,2
max in group asynchronous,reset_n,IF_ID_pc[9],5.57,2
min in group asynchronous,reset_n,IF_ID_pc[26],1.15,1
## per-layer routing
| layer | part of all wire | wire, um |
|---|---|---|
| met5 | 0 | 0 |
| met2 | 0.44 | 7110 |
| met4 | 0.016 | 262 |
| met3 | 0.064 | 1050 |
| met1 | 0.48 | 7880 |
## cells by family after synthesis
| logic type | Yosys count | share of synthesized area |
|---|---|---|
| AND-OR/OR-AND | 134 | 0.185 |
| XOR/XNOR | 4 | 0.00671 |
| adder cells (fa/ha/maj) | 1 | 0.00240 |
| buffers and inverters | 58 | 0.0597 |
| flip-flops | 87 | 0.417 |
| multiplexers | 39 | 0.0755 |
| other | 1 | 0.000718 |
| AND/OR/NAND/NOR | 261 | 0.253 |
## layout make-up
type	instances	area, um^2
fillers	1662	10200
multi-input cells	442	2740
flip-flops and latches	87	2180
well taps	220	275
clock inverters	4	53.8
repair buffers	107	1040
inverters	9	33.8
clock buffers	12	256
## synth_stat cells, drive strengths merged, types with 3 or more instances
library cell,n,share of area
inv,7,0.0050
and2,6,0.0072
xnor2,4,0.0067
nand4,14,0.020
a21o,3,0.0043
a22oi,5,0.0072
a311oi,8,0.013
nor3,22,0.023
clkbuf,13,0.0093
o211ai,3,0.0043
nand4b,3,0.0079
o21ai,43,0.054
a31oi,3,0.0036
nand2,67,0.048
a32oi,3,0.0050
o31ai,4,0.0058
a211oi,4,0.0058
nand3,26,0.026
and4,5,0.0084
o22ai,14,0.017
mux2,3,0.0065
nor2b,6,0.0072
mux2i,36,0.069
a21oi,15,0.014
and3,9,0.011
buf,36,0.044
nor4,12,0.014
o31a,3,0.0050
nor2,77,0.055
dfrtp,87,0.42
## sequential cells by signal, summed over array words and instances, names as in the netlist
name        count
pc_ff          32
IF_ID_pc       32
IF_ID_inst     23
## tightest hold or removal path, stage by stage (launching register included)
cell and delay [ns]:
dfrtp_1 0.34, nand2_1 0.06, o21ai_2 0.05
## through the flow
step                      worst slack [ns]  total power [mW]
after global placement                2.48             0.905
final                                 2.62              1.34
after detailed placement              2.37             0.902
after CTS                             2.71              1.36
after floorplan                       4.00             0.770
after global routing                  2.28              1.42
## report_power, final
part	total (mW)	internal [mW]	leakage, nW	switching [mW]
combinational	0.352	0.145	1.48	0.207
clock	0.444	0.266	0.145	0.178
sequential	0.548	0.493	1.12	0.0543
Power is estimated from default activity; no workload was simulated.
