--- ./config.mk ---
export PLATFORM = sky130hd
export DESIGN_NAME = execute
export DESIGN_NICKNAME = execute
export VERILOG_FILES = /design/flow/design.v
export SDC_FILE = /design/flow/constraint.sdc
export NUM_CORES = 4
export LEC_CHECK = 1
export CORE_UTILIZATION = 40
--- ./design.v ---
module execute (
  input clk    ,   
  input reset_n,   
  input               ID_EX_mem_to_reg  ,
  input               ID_EX_reg_write   ,
  input               ID_EX_mem_write   ,
  input               ID_EX_mem_read    ,
  input               ID_EX_alu_src     ,
  input        [ 1:0] ID_EX_alu_op      ,
  input        [31:0] ID_EX_data1       ,
  input        [31:0] ID_EX_data2       ,
  input        [31:0] ID_EX_imm_gen     ,
  input        [ 4:0] ID_EX_rs1         ,
  input        [ 4:0] ID_EX_rs2         ,
  input        [ 4:0] ID_EX_rd          ,
  input        [ 3:0] ID_EX_inst_func   ,
  input        [ 1:0] forwardA         ,
  input        [ 1:0] forwardB         ,
  input        [31:0] wb_data           ,
  output logic [31:0] EX_MEM_alu_out    ,
  output logic        EX_MEM_mem_to_reg ,
  output logic        EX_MEM_reg_write  ,
  output logic        EX_MEM_mem_write  ,
  output logic        EX_MEM_mem_read   ,
  output logic [31:0] EX_MEM_dataB      ,
  output logic [ 4:0] EX_MEM_rd         ,
  output logic [31:0] alu_out           
);
logic [31:0] dataA;
logic [31:0] dataB;
logic [ 3:0] alu_ctrl;
logic [31:0] alu_inB;
localparam [3:0]  ADD = 4'b0010,
                  SUB = 4'b0110,
                  AND = 4'b0000,
                  OR  = 4'b0001,
                  XOR = 4'b0111;
localparam [1:0]  R = 2'b10,
                  I = 2'b00,
                  B = 2'b01;
always_comb begin : proc_alu_control
  case (ID_EX_alu_op)
  I: alu_ctrl = ADD;
  B: alu_ctrl = SUB;
  R: begin
      case (ID_EX_inst_func)
      4'b0000: alu_ctrl = ADD;
      4'b1000: alu_ctrl = SUB;
      4'b0111: alu_ctrl = AND;
      4'b0110: alu_ctrl = OR ;
      4'b0100: alu_ctrl = XOR;
        default : alu_ctrl = 4'b1111;
      endcase
  end
    default : alu_ctrl = 4'b1111;
  endcase
end
always_comb begin : proc_ALU
  case (forwardA)
  2'b01: dataA = wb_data;
  2'b10: dataA = EX_MEM_alu_out;
    default : dataA = ID_EX_data1;
  endcase
  case (forwardB)
  2'b01: dataB = wb_data;
  2'b10: dataB = EX_MEM_alu_out;
    default : dataB = ID_EX_data2;
  endcase
  alu_inB = (ID_EX_alu_src) ? ID_EX_imm_gen : dataB;
  case (alu_ctrl)
  ADD: alu_out = dataA + alu_inB;
  SUB: alu_out = dataA - alu_inB;
  AND: alu_out = dataA & alu_inB;
  OR : alu_out = dataA | alu_inB;
  XOR: alu_out = dataA ^ alu_inB;
    default : alu_out = dataA;
  endcase
end
always_ff @(posedge clk or negedge reset_n) begin : proc_EX_MEM_register
  if(~reset_n) begin
    EX_MEM_alu_out    <= 0;
    EX_MEM_mem_to_reg <= 0;
    EX_MEM_reg_write  <= 0;
    EX_MEM_mem_write  <= 0;
    EX_MEM_mem_read   <= 0;
    EX_MEM_dataB      <= 0;
    EX_MEM_rd         <= 0;
  end
  else begin
    EX_MEM_alu_out    <= alu_out;
    EX_MEM_mem_to_reg <= ID_EX_mem_to_reg;
    EX_MEM_reg_write  <= ID_EX_reg_write;
    EX_MEM_mem_write  <= ID_EX_mem_write;
    EX_MEM_mem_read   <= ID_EX_mem_read;
    EX_MEM_dataB      <= dataB;
    EX_MEM_rd         <= ID_EX_rd;
  end
end
endmodule : execute
--- ./constraint.sdc ---
current_design execute

set clk_period 22.3
set clk_io_pct 0.2

create_clock -name clk0 -period $clk_period [get_ports {clk}]

set non_clock_inputs [all_inputs -no_clocks]
set_input_delay [expr $clk_period * $clk_io_pct] -clock clk0 $non_clock_inputs
set_output_delay [expr $clk_period * $clk_io_pct] -clock clk0 [all_outputs]
--- ./run.sh ---
#!/bin/bash
# OpenROAD 26Q1-2900-gdf79404cd8, Yosys 0.63+post, stock flow scripts
make -C /OpenROAD-flow-scripts/flow DESIGN_CONFIG=/design/flow/config.mk WORK_HOME=/design/flow/orfs finish
==> metrics.yaml <==
timing.rr.end: "EX_MEM_alu_out[30]"
synth_warnings: 1
finalSetupTns_ns: 0
hold_slack_ns: 0.6139
synthCells: 1005
skew_ns: 0.008101
slew_violations: 0
arrival_ns: 11.00
p_per_area_nw_per_um2: 65.86
ff_type: "dfrtp_1"
coreArea_um2: 19530
ant_nets: 0
cts.path.max_buffers: 2
via_count: 8213
root_buffer: "clkbuf_16"
clk-insertion-delay-late_ns: 0.34
grt_pass1_wl_mm: 46.11
post-route-min-period_ns: 15.46
final-seq-area_um2: 1827
slew_headroom: 0.4193
num-fill-cells: 1801
die-area_um2: 20560
period_used_share: 0.6931
tightest_slew_ns: 0.8620
postCtsResizedCells: 0
post_cts_buffers: 0
wl_mm: 31.40
drv_cap: 0
postSynthAreaPerCell_um2: 7.955
numSynthFlops: 73
hold_path.class: "reg -> reg"
numCtsBuffers: 9
ctsHoldBuffers: 0
p_leak_nw: 4.811
final.setup.worst_slack_ns: 6.843
synthArstFlopShare: 1.000
ys_cells: 1005
viasPerCell: 5.479
fp-row-count: 51
area.combinational_um2: 5573
grt_pass1_vias: 7312
edf_count: 0
critical_path_class: "in -> out"
largest_registers: "EX_MEM_alu_out: 32 flops, EX_MEM_dataB: 32 flops, EX_MEM_rd: 5 flops"
netlist_area_um2: 7995
drc: 0
cts_max_level: 3
cts_sinks: 73
r2r-start: "EX_MEM_alu_out[0]"
final_hold_viol_count: 0
r2r_cells: 20
status: "completed"
ys_seq_frac: 0.2285
crit_path_end_kind: "primary output"
fp_util: 0.4095
fmax_mhz: 64.70
io_buffers: 254
min-delay-start: "EX_MEM_alu_out[20]"
ir_worst_vdd_mv: 0.04097
drtIter0Drc: 596
ys_types: 68
io_pins: 265
antenna_found_initial: 2
grt_usage: 0.3079
r2r_setup_slack_ns: 16.97
die_w_um: 143.4
critPathLaunchType: "input port"
finalSetupViolCount: 0
required_ns: 17.84
clk_pin_slew_ns: 0.06
ys_chip_area_um2: 7995
cts_tree: "built"
grt_start_max_net_pins: 71
dp_hpwl_mm: 25.37
critPathMaxFanout: 70
synthToLayoutAreaGrowth_pct: 37.89
die_h_um: 143.4
warning_count: 77
drive_gt1_frac: 0.05122
rsz0062_at_grt: "no"
min_path_cells: 2
place_congestion: 0.9246
holdPathEnd: "EX_MEM_dataB[20]"
dr.pass1.iters: 5
grt_overflow_total: 0
routedWlPerCell_um: 20.94
pre_cts_ws_ns: 6.933
==> cell usage in the layout, fill, tap and decap left out, types with 9 or more instances in the layout <==
cell type,netlist,layout
clkdlybuf4s50_1,0,252
a21oi_1,123,123
ha_1,107,105
inv_1,87,87
nand2_1,81,81
dfrtp_1,73,73
o21ai_0,66,66
nor2_1,66,66
a22oi_1,59,59
xnor2_1,49,49
a221oi_1,26,26
o21ai_1,23,23
o21a_1,18,17
buf_4,2,14
a21o_1,11,11
nor2b_1,10,10
mux2_2,9,9
xor2_1,9,9
clkbuf_16,0,9
==> where the power goes <==
part	leakage [nW]	internal, mW	switching [mW]
Clock	0.155	0.0979	0.0584
Combinational	3.77	0.193	0.203
Sequential	0.889	0.156	0.0184
==> layout make-up <==
type / instances / share of cell area
Multi-Input combinational cell: 786 / 0.5055
Timing Repair Buffer: 267 / 0.2388
Sequential cell: 73 / 0.1657
Tap cell: 265 / 0.03008
Inverter: 88 / 0.02996
Clock buffer: 9 / 0.02043
Clock inverter: 7 / 0.008626
Antenna cell: 4 / 0.0009080
==> through the flow <==
step / total power, mW / util / instances / area [µm²]
final: 0.7260 / 0.5646 / 1499 / 11020
after global routing: 0.7775 / 0.5642 / 1496 / 11020
after CTS: 0.7251 / 0.5641 / 1495 / 11010
after detailed placement: 0.5663 / 0.5477 / 1479 / 10690
after global placement: 0.5649 / 0.5477 / 1479 / 10690
after floorplan: 0.3803 / - / 1005 / 7995
==> worst max-delay path, stage by stage <==
cell and delay [ns]:
clkdlybuf4s50_1 0.48, inv_1 0.05, ha_2 0.30, buf_4 0.53, o21ai_1 0.23, mux2i_1 0.55, ha_1 0.28, nand2b_1 0.11
nor3_2 0.26, o21ai_1 0.22, nand2b_1 0.33, nand2_1 0.14, xnor2_1 0.14, ha_1 0.34, a21oi_1 0.20, nor2b_1 0.06
or4b_1 0.49, o22a_1 0.27, a311oi_1 0.45, a21oi_1 0.15, xnor2_1 0.17, o22ai_1 0.25, clkdlybuf4s50_1 0.53
==> kinds of logic (layout without fill, tap and decap cells) <==
| kind of cell | count (synthesis) | in the layout | share of synthesized area |
|---|---|---|---|
| buffers and inverters | 146 | 371 | 0.07605 |
| multiplexers | 13 | 13 | 0.01768 |
| adder cells (fa/ha/maj) | 108 | 108 | 0.1700 |
| flip-flops | 73 | 73 | 0.2285 |
| other | 0 | 4 | 0 |
| XOR/XNOR | 58 | 58 | 0.06354 |
| AND-OR/OR-AND | 394 | 394 | 0.3186 |
| AND/OR/NAND/NOR | 213 | 213 | 0.1257 |
==> cells in the mapped netlist (all sizes together) (3+ instances only) <==
cell    instances  area share
a21o           11       0.010
a221oi         30       0.036
clkbuf         36       0.017
a211oi          5      0.0047
a22o            3      0.0033
a21oi         123       0.077
mux2i           4      0.0050
a22oi          59       0.055
a31oi           8      0.0063
or2             3      0.0023
xnor2          49       0.054
nor3b           6      0.0063
a222oi          3      0.0038
o21a           18       0.017
and2            3      0.0023
nand3b          3      0.0028
and3            4      0.0031
o31a            8      0.0089
mux2            9       0.013
o31ai           6      0.0056
o221ai          3      0.0033
o21ai          89       0.056
ha            107        0.17
inv            88       0.041
nand2b          8      0.0063
nor2b          10      0.0078
xor2            9      0.0099
nor2           66       0.031
nand2          81       0.038
buf            22       0.018
o211ai          4      0.0038
nor4            6      0.0047
nor3           12       0.010
nand3           5      0.0031
dfrtp          73        0.23
==> how the worst max path moves through the flow <==
stage / startpoint / to
final: forwardB[0] / alu_out[30]
after global routing: forwardB[0] / alu_out[31]
after CTS: forwardB[0] / alu_out[30]
==> routing by layer <==
layer  GRT usage  vias up  wire length, µm
li1            -     4080                -
met1      0.5022     3774            15350
met2      0.3983      338            12180
met3      0.1001       21             3372
met4     0.04199        0              490
met5           0        -                0
Power figures rest on the tool's default switching activity, not on a simulated workload.
